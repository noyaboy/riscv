$ cat flow/config.mk
export PLATFORM = sky130hd
export DESIGN_NAME = EX_M
export DESIGN_NICKNAME = EX_M
export VERILOG_FILES = /design/flow/design.v
export SDC_FILE = /design/flow/constraint.sdc
export NUM_CORES = 4
export LEC_CHECK = 1
export CORE_AREA = 10 10 172 172
export DIE_AREA = 0 0 182 182
$ cat flow/constraint.sdc
current_design EX_M

set clk_period 1.0
set clk_io_pct 0.2

create_clock -name clk0 -period $clk_period [get_ports {clk}]

set non_clock_inputs [all_inputs -no_clocks]
set_input_delay [expr $clk_period * $clk_io_pct] -clock clk0 $non_clock_inputs
set_output_delay [expr $clk_period * $clk_io_pct] -clock clk0 [all_outputs]
$ cat flow/design.v
module EX_M(
    input clk,
    input [31:0] PC_EX,
    input [31:0] PC_branch_EX,
    input [31:0] imm_EX,
    input [31:0] rs2_rdata_EX,
    input [4:0] rd_waddr_EX,
    input zero_EX,
    input [31:0] alu_result_EX,
    input branch_EX,
    input MemWrite_EX,
    input jal_EX,
    input jalr_EX,
    input [1:0] PMAItoReg_EX,
    input rd_wen_EX,
    output reg [31:0] PC_M,
    output reg [31:0] PC_branch_M,
    output reg [31:0] imm_M,
    output reg [31:0] rs2_rdata_M,
    output reg [4:0] rd_waddr_M,
    output reg zero_M,
    output reg [31:0] alu_result_M,
    output reg branch_M,
    output reg MemWrite_M,
    output reg jal_M,
    output reg jalr_M,
    output reg [1:0] PMAItoReg_M,
    output reg rd_wen_M
);
always@(posedge clk) begin
    PC_M <= PC_EX;
    PC_branch_M <= PC_branch_EX;
    imm_M <= imm_EX;
    rs2_rdata_M <= rs2_rdata_EX;
    rd_waddr_M <= rd_waddr_EX;
    zero_M <= zero_EX;
    alu_result_M <= alu_result_EX;
    branch_M <= branch_EX;
    MemWrite_M <= MemWrite_EX;
    jal_M <= jal_EX;
    jalr_M <= jalr_EX;
    PMAItoReg_M <= PMAItoReg_EX;
    rd_wen_M <= rd_wen_EX;
end
endmodule
$ cat flow/run.sh
#!/bin/bash
# OpenROAD 26Q1-2900-gdf79404cd8, Yosys 0.63+post, stock flow scripts
make -C /OpenROAD-flow-scripts/flow DESIGN_CONFIG=/design/flow/config.mk WORK_HOME=/design/flow/orfs finish
==> run_results.csv <==
group,metric,value,unit
setup_path,critPathKind,"register to primary output",
pwr,p_per_area,2100,mW/mm²
pwr,p_int,12.1,mW
routing,drt-total-wl,13.9,mm
placed_design,hpwl,11.7,mm
final_timing,tightest_slew,0.176,ns
logic_synthesis,largest_area_cell,"dfxtp_1",
layout,drive_gt1_frac,0.441,
routing,drc,0,
pwr,p_comb_frac,0.067,
die,initCoreUtil,0.134,
logic_synthesis,syn_inst,173,
global_route,antenna_found_initial,0,
logic_synthesis,synthesis.area,0.00346,mm²
die,die_y,182,µm
placed_design,place_ws,-0.0481,ns
clock_network,numClockSinks,173,
layout,fin_util,0.278,
setup_path,cp_cell_sequence,"buf_2",
setup_path,crit_path_end_kind,"primary output",
job,warning_count,27,
final_timing,fin_crit_sh,1.05,
logic_synthesis,ys_types,1,
routing,wl_per_cell,15.7,µm
run_status,violations,"negative setup slack",
final_timing,fmax,956,MHz
setup_path,crit_fanout,1,
final_timing,worst_slack,-0.0460,ns
global_route,grt_pass1_vias,2929,
logic_synthesis,ys_area,0.00346,mm²
final_timing,hold_viol,0,
run_status,status,"finished with violations",
setup_path,cp_num_buf_inv,1,
final_timing,setup_viol,165,
routing,drt_iter0_markers,13,
worst_hold_path,worstHoldStart,"PC_EX[27]",
logic_synthesis,topCellsByArea,"dfxtp_1 100%",
clock_network,htree_num_levels,4,
clock_network,clockBufferDepth,2,
setup_path,required,0.80,ns
clock_network,clkTransAtPathRegs,0.07,ns
die,fp.coreArea,0.0259,mm²
die,die_area,0.0331,mm²
final_timing,max_slew_margin,0.883,
routing,antenna_left,0,
routing,vias_per_cell,2.99,
die,die_width,182,µm
final_timing,worst_hold_slack,0.216,ns
routing,dr_total_vias,2645,
layout,layout.area.comb,0,µm²
layout,area_growth,108,%
setup_path,timing.critical_path.slowest_cell_delay,0.32,ns
routing,antenna_cells,0,
logic_synthesis,synth_seq_share,1.00,
clock_network,cts_buffers,17,
global_route,grt_max_degree,17,
worst_hold_path,worstHoldEndpoint,"PC_M[27]$_DFF_P_",
setup_path,crit_family,"flip-flops",
final_timing,min_period,1.05,ns
logic_synthesis,synth_top_area_share,1.00,
global_route,gr-total-overflow,0,
placed_design,port_buffers,346,
pwr,sw_frac_of_total,0.198,
setup_path,crit_slowest_cell,"dfxtp_2",
logic_synthesis,ys_ff,173,
pwr,peakVddDrop,0.000833,V
final_timing,rsz0062_at_grt,"true",
worst_hold_path,min_path_cells,1,
placed_design,place.gp.congestion,0.769,
global_route,track_usage,0.0809,
logic_synthesis,yosys_cells,173,
die,row_count,59,
logic_synthesis,yosys_warnings,1,
setup_path,worstSetupStartpointType,"register",
die,pin_count,347,
clock_network,cts_root_buf,"clkbuf_16",
job,drv_cap,0,
pwr,clock_power_share,0.446,
worst_hold_path,hold_class,"input port to register",
layout,n_fill_cell,2704,
routing,drtPass1Iterations,4,
clock_network,cts_tree,"done",
setup_path,cp.arrival,0.85,ns
pwr,p_sw,2.99,mW
logic_synthesis,avgSynthCellArea,20.0,µm²
layout,comb_cells,0,
final_timing,slew_violations,0,
pwr,cellLeakagePower,3.12,nW
global_route,grt_pass1_wl,20.0,mm
pwr,pwr-share-seq,0.487,
clock_network,cts_post_setup_buffers_inserted,0,
-- how the worst max path moves through the flow --
stage | from | to | cells after the start
CTS | PC_branch_M[20]$_DFF_P_ | PC_branch_M[20] | 1
global route | rs2_rdata_M[7]$_DFF_P_ | rs2_rdata_M[7] | 1
finish | PC_branch_M[20]$_DFF_P_ | PC_branch_M[20] | 1
-- Yosys cell counts --
cell type / count
dfxtp_1: 173
-- power groups by stage --
stage | logic (mW) | clock network [mW] | registers (mW)
CTS | 1.04 | 7.04 | 7.35
global route | 1.10 | 7.32 | 7.39
finish | 1.01 | 6.74 | 7.35
-- state kept, by name, summed over array words and instances (netlist names) --
register	cells
MemWrite_M	1
PC_M	32
PC_branch_M	32
PMAItoReg_M	2
alu_result_M	32
branch_M	1
imm_M	32
jal_M	1
jalr_M	1
rd_waddr_M	5
rd_wen_M	1
rs2_rdata_M	32
zero_M	1
-- layout by cell type (no fill, tap or decap) --
| cell type | count |
|---|---|
| clkinvlp_4 | 5 |
| clkbuf_8 | 1 |
| clkdlybuf4s50_1 | 173 |
| bufinv_16 | 3 |
| dfxtp_2 | 39 |
| clkbuf_16 | 17 |
| buf_2 | 163 |
| inv_6 | 4 |
| dfxtp_1 | 134 |
| buf_6 | 10 |
-- area by class of cell --
cell class,count,area (µm²),share of cell area
Sequential cell,173,3510,0.488
Timing Repair Buffer,346,2660,0.370
Clock buffer,18,439,0.0611
Tap cell,335,419,0.0583
Clock inverter,12,163,0.0226
-- kinds of logic after synthesis --
group,synth area share
flops,1.00
-- per-layer routing --
| metal | routed length [µm] | global-route usage |
|---|---|---|
| met2 | 7390 | 0.146 |
| met3 | 1810 | 0.0452 |
| met4 | 151 | 0.00911 |
| met5 | 0 | 0 |
| met1 | 4550 | 0.0817 |
-- per-stage QoR --
step	instance area, µm²	power (mW)	instances	TNS [ns]
after global routing	7190	15.8	884	-11.31
after floorplan	3460	7.40	173	0
after CTS	7120	15.4	884	-8.38
final	7190	15.1	884	-2.30
after global placement	7350	8.88	854	-0.311
after detailed placement	7350	8.88	854	-0.345
-- timing repair --
action | 4_1_cts | 5_1_grt
endpoints found under the setup margin | 173 | 173
gates cloned | 0 | 0
resized | 582 | 28
hold buffers | 0 | 0
Power and IR drop assume default switching activity.
