$ cat design.v
module ALU
(
    input [31:0] opr1,
    input [31:0] opr2,
    input [3:0]  alu_ctrl,
    output zero,
    output reg [31:0] alu_out
);
assign zero = (alu_out == 0) ? 1'b1 : 1'b0;
always @(*) begin
    case(alu_ctrl)
        {1'b0, 3'h0}:  alu_out = opr1 + opr2;
        {1'b1, 3'h0}:  alu_out = opr1 - opr2;
        {1'b0, 3'h4}:  alu_out = opr1 ^ opr2;
        {1'b0, 3'h6}:   alu_out = opr1 | opr2;
        {1'b0, 3'h7}:  alu_out = opr1 & opr2;
        {1'b0, 3'h1}:  alu_out = opr1 << opr2;
        {1'b0, 3'h5}:  alu_out = opr1 >> opr2;
        {1'b1, 3'h5}:  alu_out = opr1 >>> opr2;
        {1'b0, 3'h2}:  alu_out = (opr1 < opr2) ? 1 : 0;
        {1'b0, 3'h3}: alu_out = (opr1 < opr2) ? 1 : 0;
        default:              alu_out = 0;
    endcase
end
endmodule
$ cat run.sh
#!/bin/bash
# OpenROAD 26Q1-2900-gdf79404cd8, Yosys 0.63+post, stock flow scripts
make -C /OpenROAD-flow-scripts/flow DESIGN_CONFIG=/design/flow/config.mk WORK_HOME=/design/flow/orfs finish
$ cat config.mk
export PLATFORM = sky130hd
export DESIGN_NAME = ALU
export DESIGN_NICKNAME = ALU
export VERILOG_FILES = /design/flow/design.v
export SDC_FILE = /design/flow/constraint.sdc
export NUM_CORES = 4
export LEC_CHECK = 1
export CORE_UTILIZATION = 30
$ cat constraint.sdc
current_design ALU

set clk_period 22.6
set clk_io_pct 0.2

create_clock -name clk0 -period $clk_period

set non_clock_inputs [all_inputs -no_clocks]
set_input_delay [expr $clk_period * $clk_io_pct] -clock clk0 $non_clock_inputs
set_output_delay [expr $clk_period * $clk_io_pct] -clock clk0 [all_outputs]
==> results.txt <==
Results of the implementation run.

The floorplan report gives the top-level pin count as 101. The worst-case setup slack after placement is 8.01 ns. The post-cts gate resize count is 0. The highest clock frequency the design can meet came out at 67.4 MHz.

The script parses the final routing iteration and logs DRC violations as 0. In this run the worst path has a maximum fanout of 28. In the setup report, the worst path falls into the class primary input to output pin.

Warnings raised by the tools during the run amount to 96. The area of the die came out at 0.0331 mm^2. The script extracted a total leakage power of 0.00433 uW. For this design, the slowest cell found on the critical path is sky130_fd_sc_hd__ha_1.

The power density over the cells is 24.1 mW/mm^2. The routed wirelength normalized by instance count came out at 27.0 um. The HPWL after detailed placement came out at 37,800 um. Hold repair after CTS inserted 0 buffers. The die height is 182 um.

The number of sequential cells in the layout came out at 0. The transition time at the pin with the least slew margin came out at 1.12 ns. Measured on the finished design, the core utilization comes to 34.6%.

The starting utilization of the core area came out at 30.6%. The maximum number of pins on one net before global-route repair is 57. The layout cell share with drive strength beyond 1 came out at 10.7%. For reference, the critical path cell chain is clkdlybuf4s50_1 > buf_4 > clkinv_1 > ha_1 > nor2_1 > o21ai_0 > o2111ai_1 > a211oi_1 > o21ai_0 > o2111a_1 > or3_1 > or3_1 > nor4_1 > and4_1 > and4bb_1 > clkdlybuf4s50_1.

The count of maximum capacitance violations is 0. After floorplanning, the core was divided into 65 placement rows. The standard cell core area came out at 0.0317 mm^2.

The post-synthesis chip area from yosys came out at 0.00972 mm^2. The count of distinct cell types in the synthesized netlist came out at 92. Counting the warning lines in the Yosys log gives 1. The routed design could run at a clock period as short as 14.84 ns. Recorded from the global router log, the overflow total was 0. In this run the tool buffered the top-level ports with 101 buffer cells. The worst setup path is captured at an output pin. Of all cell types, the one taking the most synthesized area is sky130_fd_sc_hd__mux4_2. The final timing report gives a worst setup slack of 7.76 ns. The final hold violation count came out at 0. The sum of routed wire length over all layers is 48,100 um.

Post-CTS timing repair inserted 0 buffers for setup. The count of routing violations after the opening detailed-route iteration came out at 1,369. The average size of a mapped cell is 7.17 um^2. The final weighted congestion in routability-driven placement is 1.06.

The count of nets left with antenna violations once routing finished came out at 0. By area the synthesized netlist is led by sky130_fd_sc_hd__mux4_2 13%, sky130_fd_sc_hd__ha_1 12%, sky130_fd_sc_hd__mux2i_1 6.0%, sky130_fd_sc_hd__a21oi_1 4.8%, sky130_fd_sc_hd__nand2_1 4.8%. The sum of negative setup slack is 0 ns. The total count of max-transition violations in the final report is 0. The timing report gives the biggest stage delay along the critical path as 0.79 ns. Setup violations remaining at the end of the flow were counted as 0. The worst setup path is launched from a primary input. In this design, the largest share of critical-path delay is due to buffers and inverters. The mapped cell area came out at 0.00972 mm^2. The count of mapped cells out of synthesis came out at 1,355. The type recorded for the worst min-delay path is primary input to output pin. Registers take 0 um^2.

The sum of buffers and inverters on the critical path is 4. The x dimension of the die came out at 182 um. Across the VDD grid, the largest voltage drop is 0.00815 mV. The global-route wire length before repair is 71,700 um.

The average via count per standard cell is 6.45. The global routing usage summed across all routing layers came out at 29.4%. Counting instances in the post-synthesis netlist gives the leading cell types as 124 x sky130_fd_sc_hd__nand2_1, 99 x sky130_fd_sc_hd__nor2_1, 96 x sky130_fd_sc_hd__ha_1. OpenROAD reports that the post-layout worst path occupies 65.7% of the period.

In the routed netlist, the antenna diode instances number 0. The worst slew margin relative to its limit is 25.2%. The via count of the first global-routing pass came out at 10,900. On the final layout, the worst hold slack is 10.36 ns. The cell count in the Yosys report is 1,355. The first detailed-routing pass took 6 iterations. The number of antenna violations at the first check in global routing came out at 0. The share of Yosys cell area claimed by the top area cell type came out at 12.7%. The required time of the worst setup path came out at 18.08 ns.

For this run the top cell type by instance count after synthesis was sky130_fd_sc_hd__nand2_1. Power comes to 265 uW. The layout-stage area growth over the synthesis result is 13.0%. The run finished with clean final reports. The total via count in the routed design is 11,500. The arrival time at the worst endpoint came out at 10.32 ns. The count of clock-net buffers in the final layout is 0. Setup repair after global routing left no endpoint under its margin. The share of the yosys chip area belonging to registers is 0%.
==> area by class of cell <==
cell class / count / area (um^2)
Fill cell: 3421 / 20700
Inverter: 96 / 360
Multi-Input combinational cell: 1144 / 8850
Tap cell: 402 / 503
Timing Repair Buffer: 138 / 1270
==> cell usage in the layout (no fill, tap or decap), drive strengths merged, types with 17 or more instances in the layout <==
cell type / n
nand2: 124
nor2: 99
ha: 96
clkdlybuf4s50: 96
inv: 94
a21oi: 93
o21ai: 92
mux2i: 59
mux4: 58
nor3: 42
buf: 42
nand3: 38
nor4: 30
o211ai: 29
a211oi: 24
a21o: 17
a31oi: 17
==> through the flow <==
stage,instance area (um^2),cells
6_report,11000,1780
5_1_grt,11000,1780
4_1_cts,11000,1780
3_5_place_dp,11000,1780
3_3_place_gp,11000,1780
2_1_floorplan,9720,1355
==> where the power goes <==
group / switching (uW) / internal (uW)
registers: 0 / 0
clock network: 0 / 0
logic: 161 / 104
==> cell families after synthesis <==
| logic type | synth area share (%) |
|---|---|
| AND-OR/OR-AND | 31.2 |
| adder cells (fa/ha/maj) | 12.8 |
| AND/OR/NAND/NOR | 23.7 |
| XOR/XNOR | 1.71 |
| multiplexers | 21.5 |
| buffers and inverters | 9.10 |
==> metal layers <==
layer  track usage, %  vias up  wire (um)
met3             6.97       93       4660
met5                0        -          0
met4             8.07        0       1630
met1             41.6     5501      20600
li1                 -     5231          -
met2             45.1      656      21200
==> path summary, 6_finish.rpt <==
| path | from | end | slack, ns | cells after the start |
|---|---|---|---|---|
| worst max-delay path | opr2[4] | zero | 7.76 | 16 |
| worst min-delay path | alu_ctrl[0] | alu_out[18] | 10.36 | 6 |
Power and IR drop assume default switching activity.
