File: design/flow/design.v
module Dcache (
    input clk,
    input MemWrite,
    input [32-1: 0] alu_result_M,
    input [32-1: 0] rs2_rdata_M,
    output reg [32-1: 0] mem_rdata
        );
    wire [8-1: 0] addr;
    reg [32-1: 0] mem [256-1: 0];
    assign addr = alu_result_M [8-1: 0];
    always @(*) begin
        mem_rdata = mem [addr];
    end
    always @(posedge clk) begin
        if (MemWrite) begin
            mem [addr] <= rs2_rdata_M;
        end
    end
endmodule
File: design/flow/run.sh
#!/bin/bash
# OpenROAD 26Q1-2900-gdf79404cd8, Yosys 0.63+post, stock flow scripts
make -C /OpenROAD-flow-scripts/flow DESIGN_CONFIG=/design/flow/config.mk WORK_HOME=/design/flow/orfs finish
File: design/flow/constraint.sdc
current_design Dcache

set clk_period 42.1
set clk_io_pct 0.2

create_clock -name clk0 -period $clk_period [get_ports {clk}]

set non_clock_inputs [all_inputs -no_clocks]
set_input_delay [expr $clk_period * $clk_io_pct] -clock clk0 $non_clock_inputs
set_output_delay [expr $clk_period * $clk_io_pct] -clock clk0 [all_outputs]
File: design/flow/config.mk
export PLATFORM = sky130hd
export DESIGN_NAME = Dcache
export DESIGN_NICKNAME = Dcache
export VERILOG_FILES = /design/flow/design.v
export SDC_FILE = /design/flow/constraint.sdc
export NUM_CORES = 4
export LEC_CHECK = 1
export CORE_UTILIZATION = 40
export SYNTH_MEMORY_MAX_BITS = 65536
==> summary.rpt <==
=== SYNTHESIS / PLACE & ROUTE SUMMARY ===
----------------------------------------------------
[Layout]
  Sequential cell area ........................ 0.246 mm^2
  Number of flip-flops in the largest register ........................ ~8200
  Area grow syn2layout ........................ 14.2%
  Multi-input gate area ........................ 0.0618 mm^2
  Biggest regs ........................ mem (8192)
  Register with the highest flop count ........................ mem
  Filler cell count ........................ 61800
  Share of final-layout standard cells stronger than drive strength 1 ........................ 0.294

[Final timing]
  Count of final max-slew check failures ........................ 0
  Final hold violation count ........................ 0
  Final setup TNS ........................ 0 ns
  Setup violators final ........................ 0
  Final period utilization ........................ 0.599
  Unrepaired setup endpoints after global routing ........................ false
  Final critical-path setup slack ........................ 16.88 ns
  Worst-Margin Slew ........................ between 1 and 1.5 ns
  Post-layout minimum cycle time ........................ 25.22 ns
  Max-slew headroom ........................ 0.257
  Achievable frequency ........................ 39.7 MHz

[Clock network]
  CTS resizes ........................ 0
  Clock tree from TritonCTS ........................ done
  Post-CTS setup-driven buffer insertion count ........................ 0
  Clock buffer count from CTS ........................ 784
  Clock tree root driver cell ........................ clkbuf_16
  Buffer levels on the longest clock path ........................ 4
  Clock-pin slew on the worst setup and hold paths ........................ 0.07 ns
  H-tree levels ........................ 6
  Clk sink count ........................ 8192
  Cts hold-fix bufs ........................ 0

[Critical path]
  Category of cells accounting for the largest share of critical-path delay ........................ buffers and inverters
  Crit-path max FO ........................ 63
  Cell count along the critical path ........................ 15
  Critical path capture point type ........................ output pin
  Critical path start-end classification ........................ primary input to output pin
  Cell-by-cell trace of the critical path ........................ buf_16 > buf_4 > buf_4 > buf_4 > buf_4 > buf_4 > buf_4 > buf_4 > mux4_2 > a22oi_1 > a21oi_1 > o41ai_2 > buf_4 > nand4_1 > clkdlybuf4s50_1
  Slowest stage cell on the critical path ........................ o41ai_2
  Critical path's most frequent cell ........................ buf_4
  Data arrival at the endpoint of the critical path ........................ between 15 and 20 ns
  Highest cell delay on the worst timing path ........................ 0.96 ns
  Critical path required time ........................ 33.68 ns
  Startpoint Class ........................ primary input
  Buf/Inv on CP ........................ 10

[Logic synthesis]
  Cell with the most instances after synthesis ........................ edfxtp_1
  Largest area contributor in the synthesized netlist ........................ edfxtp_1
  Synthesis area per yosys ........................ roughly 0.3 mm^2
  Syn Inst Count ........................ 13100
  Area of the mapped netlist ........................ 0.308 mm^2
  Sequential share of the synthesized area ........................ 0.798
  Synth async-reset ratio ........................ 0
  Post-synthesis register bit count ........................ 8192
  Warning count from the yosys run ........................ 1
  Synth top area cells ........................ edfxtp_1, mux4_2, a22oi_1
  Number of different library cells in the post-synthesis netlist ........................ 21
  Share of Yosys cell area claimed by the top area cell type ........................ 0.798
  Flip-flops with a built-in enable ........................ 8192
  Mean Syn Cell Area ........................ 23.6 um^2
  Total cells reported by yosys after synthesis ........................ 13100
  Commonest flop ........................ edfxtp_1
  Synth cell count leaders ........................ edfxtp_1, mux4_2, a22oi_1, a21oi_1, clkbuf_1

[Global route]
  Total grt overflow ........................ 0
  Wire length of the first global-routing pass ........................ 1180000 um
  Maximum number of pins on one net before global-route repair ........................ approximately 120
  Global Route Usage Sum ........................ 0.238
  Antenna violations before repair ........................ 33
  Number of global-route vias before repair ........................ ~160k

[Floorplan]
  Number of top-level pins ........................ 98
  FP Rows ........................ around 320
  DIE WIDTH ........................ 880 um
  Starting density of the core ........................ 0.401
  Vertical die size ........................ between 800 and 900 um
  Area of the placeable core ........................ 0.768 mm^2
  DIE AREA ........................ 0.774 mm^2

[Power]
  PwrDens ........................ 46.9 mW/mm^2
  Maximum VDD drop ........................ about 0.000048 V
  Lkg Pwr ........................ roughly 0.11 uW

[Routing]
  Wirelength per Cell ........................ 33.4 um
  DRC viols ........................ 0
  Total via count after detailed routing ........................ approximately 140k
  Ratio of routed vias to standard cells ........................ 5.80
  Drt initial violations ........................ 9575
  Count of TritonRoute iterations in the first routing pass ........................ 5
  Number of nets with antenna violations after routing ........................ 0
  Sum of routed wire length over all layers ........................ 829000 um

[Placed design]
  Routability congestion estimate ........................ 0.891
  Worst slack, placed ........................ between 15 and 20 ns
  Number of I/O port buffers ........................ 73
  Detail Placement HPWL ........................ 470000 um

[Min path]
  Worst Hold Class ........................ primary input to register
  Hold path depth ........................ 1

[Flow run]
  Max-capacitance violation count ........................ 0
  Stage-log warning count ........................ 54

[Status]
  Status ........................ completed

----------------------------------------------------
metrics by stage:
step	util	std cells	instance area [um^2]	total power [uW]	hold WS (ns)
3_5_place_dp	0.426	23300	328000	9960	8.80
5_1_grt	0.458	24800	352000	17000	7.60
6_report	0.458	24800	352000	16500	7.64
4_1_cts	0.458	24800	352000	16600	7.54
3_3_place_gp	0.426	23300	328000	9950	8.80
2_1_floorplan	-	13100	308000	9540	8.52
cell type report:
cell class / instances / area share
Inverter: 1 / 0.0000107
Antenna cell: 30 / 0.000213
Sequential cell: 8192 / 0.698
Clock inverter: 445 / 0.0114
Timing Repair Buffer: 871 / 0.0203
Clock buffer: 989 / 0.0581
Multi-Input combinational cell: 4066 / 0.175
Tap cell: 10200 / 0.0363
final timing paths:
path / from / slack (ns) / to
hold / removal: rs2_rdata_M[18] / 7.64 / mem[164][18]
setup / recovery: alu_result_M[0] / 16.88 / mem_rdata[4]
logic make-up (layout without fill, tap and decap cells):
family,after synthesis,in the layout,share of synthesized area
buf+inv,797,2306,0.0109
compound gates,1664,1664,0.0369
mux,2048,2048,0.150
flops,8192,8192,0.798
other cells,0,30,0
simple gates,354,354,0.00490
cells in the final DEF (no fill, tap or decap), types with 9 or more instances in the layout:
cell type / n
a21oi_1: 512
a22oi_1: 1024
buf_12: 18
buf_4: 780
buf_8: 32
bufinv_16: 40
clkbuf_1: 202
clkbuf_16: 787
clkdlybuf4s50_1: 39
clkinv_1: 221
clkinv_16: 30
clkinv_2: 115
diode_2: 30
edfxtp_1: 8192
inv_16: 9
inv_6: 12
mux4_2: 2048
nand2_1: 10
nand2_2: 10
nand4_1: 32
nor2_4: 228
nor3_2: 30
o41ai_1: 40
o41ai_2: 88
report_power, final:
part	total [uW]	internal, uW	leakage, uW	switching (uW)
Sequential	8990	8990	0.0736	3.47
Combinational	792	262	0.0210	530
Clock	6730	3700	0.0118	3030
layer usage:
layer	vias up	wire (um)	global-route usage
li1	58600	-	-
met1	73500	240000	0.259
met2	10300	387000	0.341
met3	1374	164000	0.209
met4	40	36700	0.0775
met5	-	2210	0.0266
Power is estimated from default activity; no workload was simulated.
