<file path="flow/config.mk">
export PLATFORM = sky130hd
export DESIGN_NAME = regfile
export DESIGN_NICKNAME = regfile
export VERILOG_FILES = /design/flow/design.v
export SDC_FILE = /design/flow/constraint.sdc
export NUM_CORES = 4
export LEC_CHECK = 1
export CORE_UTILIZATION = 30
</file>
<file path="flow/constraint.sdc">
current_design regfile

set clk_period 19.3
set clk_io_pct 0.2

create_clock -name clk0 -period $clk_period [get_ports {clk}]

set non_clock_inputs [all_inputs -no_clocks]
set_input_delay [expr $clk_period * $clk_io_pct] -clock clk0 $non_clock_inputs
set_output_delay [expr $clk_period * $clk_io_pct] -clock clk0 [all_outputs]
</file>
<file path="flow/design.v">
module regfile(
	input clk,
	input srst_n,
	input [4:0] raddr1,
	input [4:0] raddr2,
	input wen,
	input [4:0]  waddr,
	input [31:0] wdata,
	output [31:0] rdata1,
	output [31:0] rdata2
);
reg [31:0] gpr   [31:0];
reg [31:0] gpr_n [31:0];
integer i;
assign rdata1 = gpr[raddr1];
assign rdata2 = gpr[raddr2];
always @(posedge clk) begin
    if (~srst_n) begin
        for(i = 0; i < 32; i = i + 1) begin
		    gpr[i] <= 0;
	    end
    end
    else begin
	    for(i = 0; i < 32; i = i + 1) begin
	    	gpr[i] <= gpr_n[i];
	    end
    end
end
always @(*) begin
	for(i = 0; i < 32; i = i + 1) begin
		gpr_n[i] = (wen && (i == waddr)) ? wdata : gpr[i];
	end
end
endmodule
</file>
<file path="flow/run.sh">
#!/bin/bash
# OpenROAD 26Q1-2900-gdf79404cd8, Yosys 0.63+post, stock flow scripts
make -C /OpenROAD-flow-scripts/flow DESIGN_CONFIG=/design/flow/config.mk WORK_HOME=/design/flow/orfs finish
</file>
==> results_dict.tcl <==
# place-and-route summary
set metrics [dict create \
    status "finished with violations" \
    failed_checks "max-capacitance violations, max-slew violations" \
    swShare_pct 27.0 \
    setup_viol 0 \
    cts-root-buf "clkbuf_16" \
    ir_drop_uv 78.9 \
    h-tree-depth 3 \
    largest_reg_flops 1024 \
    ys_chip_area_sq_mm 0.0511 \
    fp_util_pct 30.2 \
    power_density_mw_per_mm2 83.5 \
    drc_errors 0 \
    slew_viol_final 2 \
    p_seq_share_pct 43.4 \
    grt_pass1_vias 54400 \
    whs_endpoint "gpr[3][6]" \
    ys_warn_count 3 \
    via_count 59900 \
    die_area_sq_mm 0.172 \
    pin_count 114 \
    skew_ps 0 \
    finalCriticalPeriod_ps 12590 \
    hold_violations 0 \
    clk_path_buf_depth 3 \
    fin_total_pwr_uw 4950 \
    cts.sinks 1024 \
    clock_latency_ps 810 \
    vias_per_cell 6.74 \
    maxCapViolCount 1 \
    synth_cell_types 66 \
    switching_power_uw 1340 \
    p_leak_uw 0.0187 \
    fmax_ghz 0.0794 \
    grt_max_degree 95 \
    ff_type "dfxtp_1" \
    ys_async_sr_fraction_pct 0 \
    yosysSeqAreaShare_pct 40.1 \
    final_cell_mix "nand2_1 (2243), a21boi_0 (1026), dfxtp_1 (1024), a22oi_1 (725), buf_4 (272)" \
    track_usage_pct 42.4 \
    intPower_uw 3620 \
    drive_gt1_share_pct 9.62 \
    grt_overflow 0 \
    fill_cells 17300 \
    grt_pass1_wl_microns 483000 \
    cts_buffers 114 \
    dr.pass1.iters 13 \
    crit_path_max_fanout 28 \
    pwr-share-clk_pct 49.1 \
    ant_nets 0 \
    cts_tree "done" \
    rrSetupSlack_ps 18390 \
    io_buffers 113 \
    grt_setup_unrepaired "no" \
    critPathRequiredTime_ps 15440 \
    top_register "gpr" \
    coreArea_sq_mm 0.169 \
    cts_resized 0 \
    hold_class "flip-flop to flip-flop" \
    crit_arrival_ps 8730 \
    r2r-end "gpr[30][7]" \
    synth-edff-count 0 \
    synthesis.area_sq_mm 0.0511 \
    crit_type "input port to output pin" \
    combinationalPowerShare_pct 7.5 \
    ff2ff_path_depth 2 \
    gp_congestion 1.17 \
    hold_start "gpr[3][6]" \
    dpl.hpwl_microns 223000 \
    slew_headroom_pct -7.70 \
    worst_r2r_startpoint "gpr[30][7]" \
    routed_wl_microns 365000 \
    min_path_cells 2 \
    synth_cells 6657 \
    synth_flops 1024 \
    top_regs "gpr: 1024 flops" \
    antenna_found_initial 36 \
    path_clk_slew_ps 60 \
    fin_crit_sh_pct 65.2 \
    dp_slack_ps 7120 \
    layout_top_cell "nand2_1" \
    ys_cells 6657 \
    tool_warnings 26 \
    wl_per_cell_microns 41.1 \
    areaGrowthSynthToFinish_pct 16.2 \
    die_h_microns 415 \
    cp-end-kind "output pin" \
    die_w_microns 415 \
    tns_ps 0 \
    start_kind "input port" \
    setup_ws_ps 6710 \
    avgSynthCellArea_sq_um 7.67 \
    max_slew.worst_pin.slew_ps 1570 \
    rows 151 \
    cts_setup_buffers 0 \
    drt_iter0_markers 9884 \
    postCtsHoldBufs 0 \
]
[synth_stat cells, types with 20 or more instances]
master    count  area (sq um)
a21boi_0   1026          7700
a21oi_1      90           450
a221oi_1     46           403
a22o_1       56           490
a22oi_1     725          5440
a32oi_1      21           184
buf_2        99           495
buf_4        20           150
clkbuf_1    507          1900
dfxtp_1    1024         20500
mux2_2       21           236
mux2i_1      35           350
nand2_1    2268          8510
nand3_1      54           270
nand4_1     104           651
nor2_1      176           661
nor3_1       71           355
nor4_1       25           156
o21ai_0      23           115
[worst max-delay path, cell delays in order]
cell             delay [ps]
clkdlybuf4s50_1         450
buf_4                   430
nand2_1                 640
nor2_4                  920
buf_4                   700
a22oi_1                 200
nand4_1                 160
nor2_1                   60
a21oi_1                 580
clkdlybuf4s50_1         590
[layout make-up]
class	count	area, sq um	share of cell area [%]
antenna	47	118	0.198
multi-input combinational	4990	28700	48.3
timing repair buffer	384	3140	5.30
sequential	1024	20500	34.5
inverter	8	30.0	0.0506
tap	2218	2780	4.68
clock buffer	160	3280	5.52
clock inverter	56	822	1.39
[how the worst max path moves through the flow]
stage                 startpoint    endpoint  slack [ps]  cells after the start
after CTS              raddr1[0]  rdata1[10]        7130                     10
after global routing   raddr1[0]  rdata1[10]        7030                     10
final                  raddr1[0]  rdata1[10]        6710                     10
[per-layer routing]
layer / global-route usage [%] / up-vias / part of all wire (%)
met5: 4.92 / - / 0.30
met4: 32.0 / 53 / 10
li1: - / 23200 / -
met3: 26.0 / 2233 / 17
met2: 54.6 / 5965 / 38
met1: 50.2 / 28500 / 34
[power groups by stage]
stage,sequential [uW],combinational (uW),clock (uW)
4_1_cts,2150,340,2420
5_1_grt,2150,357,2500
6_report,2150,372,2430
[cell families after synthesis]
logic type,Yosys count,synth area share (%)
muxes,57,1.18
buffers and inverters,643,5.15
DFF,1024,40.1
AOI/OAI and AO/OA,2109,31.0
and+or+nand+nor,2824,22.5
[through the flow]
step	hold slack, ps	cells	instance area (sq um)	util, %
finish	480	8887	59300	35.1
global route	499	8844	59200	35.0
CTS	479	8840	59200	35.0
detailed placement	471	8624	55100	32.6
global placement	465	8624	55100	32.6
floorplan	449	6657	51100	-
Power is estimated from default activity; no workload was simulated.
