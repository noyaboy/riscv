File: /design/flow/config.mk
export PLATFORM = sky130hd
export DESIGN_NAME = ID_EX
export DESIGN_NICKNAME = ID_EX
export VERILOG_FILES = /design/flow/design.v
export SDC_FILE = /design/flow/constraint.sdc
export NUM_CORES = 4
export LEC_CHECK = 1
export CORE_AREA = 10 10 158 158
export DIE_AREA = 0 0 168 168
File: /design/flow/constraint.sdc
current_design ID_EX

set clk_period 1.0
set clk_io_pct 0.2

create_clock -name clk0 -period $clk_period [get_ports {clk}]

set non_clock_inputs [all_inputs -no_clocks]
set_input_delay [expr $clk_period * $clk_io_pct] -clock clk0 $non_clock_inputs
set_output_delay [expr $clk_period * $clk_io_pct] -clock clk0 [all_outputs]
File: /design/flow/design.v
module ID_EX(
    input clk,
    input [31:0] PC_ID,
    input [31:0] imm_ID,
    input [31:0] rs1_rdata_ID,
    input [31:0] rs2_rdata_ID,
    input [4:0] rd_waddr_ID,
    input ALU_src_ID,
    input [3:0] ALU_ctrl_ID,
    input branch_ID,
    input MemWrite_ID,
    input jal_ID,
    input jalr_ID,
    input [1:0] PMAItoReg_ID,
    input rd_wen_ID,
    output reg [31:0] PC_EX,
    output reg [31:0] imm_EX,
    output reg [31:0] rs1_rdata_EX,
    output reg [31:0] rs2_rdata_EX,
    output reg [4:0] rd_waddr_EX,
    output reg ALU_src_EX,
    output reg [3:0] ALU_ctrl_EX,
    output reg branch_EX,
    output reg MemWrite_EX,
    output reg jal_EX,
    output reg jalr_EX,
    output reg [1:0] PMAItoReg_EX,
    output reg rd_wen_EX
);
always@(posedge clk) begin
    PC_EX <= PC_ID;
    imm_EX <= imm_ID;
    rs1_rdata_EX <= rs1_rdata_ID;
    rs2_rdata_EX <= rs2_rdata_ID;
    rd_waddr_EX <= rd_waddr_ID;
    ALU_src_EX <= ALU_src_ID;
    ALU_ctrl_EX <= ALU_ctrl_ID;
    branch_EX <= branch_ID;
    MemWrite_EX <= MemWrite_ID;
    jal_EX <= jal_ID;
    jalr_EX <= jalr_ID;
    PMAItoReg_EX <= PMAItoReg_ID;
    rd_wen_EX <= rd_wen_ID;
end
endmodule
File: /design/flow/run.sh
#!/bin/bash
# OpenROAD 26Q1-2900-gdf79404cd8, Yosys 0.63+post, stock flow scripts
make -C /OpenROAD-flow-scripts/flow DESIGN_CONFIG=/design/flow/config.mk WORK_HOME=/design/flow/orfs finish
==> flow_metrics.py <==
# Generated from Yosys and OpenROAD reports
metrics = {
    "status": {
        "status": "finished with violations",
        "violations": "setup timing",
    },
    "timing": {
        "fmax_mhz": 965.3,
        "hold_viol_final": 0,
        "rsz0062_at_grt": "yes",
        "drv_slew": 0,
        "worst-slew-pin-transition_ns": 0.1757,
        "finalSetupTns_ns": -0.7437,
        "period_minus_slack_ns": 1.036,
        "maxSlewHeadroom": 0.8829,
        "report.final.setup_viol": 88,
        "setup_ws_ns": -0.03597,
        "period_used_share": 1.036,
    },
    "finish": {
        "layout_top_cells": "clkdlybuf4s50_1 (145), buf_2 (137), dfxtp_1 (124), dfxtp_2 (21), clkbuf_16 (17)",
        "comb_cells": 0,
        "stdcell_area_mm2": 0.006068,
        "nFillCells": 2308,
        "logic_area_um2": 0,
        "regArea_mm2": 0.002929,
        "final_common_cell": "clkdlybuf4s50_1",
        "drive_gt1_frac": 0.4197,
        "area_delta_synth_final_pct": 109.1,
    },
    "grt": {
        "grt_use_total": 0.07659,
        "grt_max_degree": 17,
        "grt_pass1_wl_mm": 16.11,
        "grt_pass1_vias": 2429,
        "antenna_found_initial": 1,
        "grt_overflow": 0,
    },
    "route": {
        "routed-via-count": 2178,
        "dr_wl_met2_mm": 5.464,
        "wl_per_cell_um": 14.95,
        "drt-initial-drc-count": 66,
        "totalWireLength_mm": 11.18,
        "drc": 0,
        "dr.pass1.iters": 2,
        "highest_layer": "met4",
        "wl_met1_mm": 3.989,
        "viasPerCell": 2.912,
        "ant_nets": 0,
        "wl_met3_mm": 1.601,
    },
    "logic_synthesis": {
        "synthCells": 145,
        "synth.avg_cell_area_um2": 20.02,
        "ys_cells": 145,
        "ys_ff": 145,
        "synth-warning-count": 1,
        "synth_seq_share": 1.000,
        "synth_area_mm2": 0.002903,
        "yosysChipArea_mm2": 0.002903,
        "synth_cell_types": 1,
    },
    "power": {
        "ir_drop_uv": 869.5,
        "power.leakage_nw": 2.658,
        "power_density_mw_per_mm2": 2145,
    },
    "clocking": {
        "path_clk_slew_ns": 0.06,
        "cts_max_level": 4,
        "cts_tree": "done",
        "cts_buffer_depth": 2,
        "post_cts.repair.setup_buffers": 0,
        "cts-root-buf": "clkbuf_16",
        "ctsHoldBuffers": 0,
        "clock_sinks": 145,
        "cts_buffers": 17,
    },
    "setup_path": {
        "worst-path-stages": 1,
        "cp_slowest_cell": "dfxtp_2",
        "path_delay_family": "flip-flops",
        "end_kind": "output pin",
        "start_kind": "flip-flop",
        "worstPathCellList": "buf_2",
        "arrival_ns": 0.84,
        "crit_fanout": 1,
        "path_buffers": 1,
        "path_class": "flip-flop to output pin",
        "required_ns": 0.80,
        "cpPeakStageDelay_ns": 0.32,
    },
    "placed_design": {
        "numPortBuffers": 290,
        "place_congestion": 0.7557,
        "postPlaceCellArea_mm2": 0.006156,
        "place_hpwl_mm": 9.093,
    },
    "min_path": {
        "hp-class": "input port to flip-flop",
        "worstHoldStart": "imm_ID[12]",
        "holdPathStages": 1,
        "min_to": "imm_EX[12]$_DFF_P_",
    },
    "die": {
        "coreArea_mm2": 0.02169,
        "pin_count": 291,
        "chipArea_mm2": 0.02822,
        "die_w_um": 168,
        "fp_util": 0.1338,
        "fp.dieH_um": 168,
        "placementRows": 54,
    },
    "run": {
        "maxCapViolCount": 0,
        "warning_count": 27,
    },
}
[logic make-up after synthesis]
logic type  after synthesis  synth area share
DFF                     145             1.000
[synth_stat cells, drive strengths merged]
cell type / n / area, µm²
dfxtp: 145 / 2903
[through the flow]
step | util | total power [mW] | instances | setup slack [ns] | hold slack [ns]
after detailed placement | 0.2838 | 7.432 | 715 | -0.05160 | 0.6516
final | 0.2798 | 13.01 | 748 | -0.03597 | 0.2273
after floorplan | - | 6.206 | 145 | 0.5385 | 0.2277
after global placement | 0.2838 | 7.425 | 715 | -0.04918 | 0.6482
after CTS | 0.2784 | 13.31 | 747 | -0.07490 | 0.2013
after global routing | 0.2797 | 13.64 | 747 | -0.08909 | 0.1939
[flip-flops by register name, summed over array words and instances (netlist names)]
name and count:
ALU_ctrl_EX 4, ALU_src_EX 1, MemWrite_EX 1, PC_EX 32, PMAItoReg_EX 2, branch_EX 1, imm_EX 32, jal_EX 1
jalr_EX 1, rd_waddr_EX 5, rd_wen_EX 1, rs1_rdata_EX 32, rs2_rdata_EX 32
[per-layer routing]
layer,up-vias,track usage
met1,956,0.08042
met2,144,0.1289
li1,1071,-
met4,0,0.009084
met5,-,0
met3,7,0.05083
[power breakdown]
group / total (mW) / leakage (nW) / switching, mW / internal [mW]
registers: 6.16 / 1.22 / 0.0648 / 6.10
logic: 0.838 / 1.15 / 0.144 / 0.694
clock network: 6.01 / 0.279 / 2.41 / 3.60
[cell type report]
cell class            count  area share
antenna                   1   0.0004124
timing repair buffer    290      0.3670
tap                     280     0.05773
clock inverter           10     0.01402
clock buffer             22     0.07814
sequential              145      0.4827
[worst max-delay path by stage]
stage	from	to	slack (ns)
CTS	rs2_rdata_EX[21]$_DFF_P_	rs2_rdata_EX[21]	-0.07
global route	rs2_rdata_EX[21]$_DFF_P_	rs2_rdata_EX[21]	-0.09
finish	imm_EX[22]$_DFF_P_	imm_EX[22]	-0.04
[what timing repair did]
action                                  4_1_cts  5_1_grt
pin swaps                                     0        0
gates resized                               478       10
endpoints found under the setup margin      145      145
No activity file was given, so power comes from the tool's default toggle rates.
