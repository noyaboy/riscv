$ cat flow/design.v
module M_RB(
    input clk,
    input [1:0] PMAItoReg_M,
    input rd_wen_M,
    input [31:0] imm_M,
    input [31:0] mem_rdata_M,
    input [31:0] alu_result_M,
    input [31:0] PC_M,
    input [4:0] rd_waddr_M,
    output reg [1:0] PMAItoReg_RB,
    output reg rd_wen_RB,
    output reg [31:0] imm_RB,
    output reg [31:0] mem_rdata_RB,
    output reg [31:0] alu_result_RB,
    output reg [31:0] PC_RB,
    output reg [4:0] rd_waddr_RB
);
    always@(posedge clk) begin
        PMAItoReg_RB <= PMAItoReg_M;
        rd_wen_RB <= rd_wen_M;
        imm_RB <= imm_M;
        mem_rdata_RB <= mem_rdata_M;
        alu_result_RB <= alu_result_M;
        PC_RB <= PC_M;
        rd_waddr_RB <= rd_waddr_M;
    end
endmodule
$ cat flow/constraint.sdc
current_design M_RB

set clk_period 1.0
set clk_io_pct 0.2

create_clock -name clk0 -period $clk_period [get_ports {clk}]

set non_clock_inputs [all_inputs -no_clocks]
set_input_delay [expr $clk_period * $clk_io_pct] -clock clk0 $non_clock_inputs
set_output_delay [expr $clk_period * $clk_io_pct] -clock clk0 [all_outputs]
$ cat flow/config.mk
export PLATFORM = sky130hd
export DESIGN_NAME = M_RB
export DESIGN_NICKNAME = M_RB
export VERILOG_FILES = /design/flow/design.v
export SDC_FILE = /design/flow/constraint.sdc
export NUM_CORES = 4
export LEC_CHECK = 1
export CORE_AREA = 10 10 176 176
export DIE_AREA = 0 0 186 186
$ cat flow/run.sh
#!/bin/bash
# OpenROAD 26Q1-2900-gdf79404cd8, Yosys 0.63+post, stock flow scripts
make -C /OpenROAD-flow-scripts/flow DESIGN_CONFIG=/design/flow/config.mk WORK_HOME=/design/flow/orfs finish
==> impl_metrics.json <==
{
  "h-tree-depth": 4,
  "syn_to_final_growth_pct": 114.3,
  "wl_per_cell_um": 14.51,
  "antenna_found_initial": 0,
  "critPathRequiredTime_ns": 0.80,
  "cts_buffers": 17,
  "ys_chip_area_um2": 2723,
  "grt_pass1_vias": 2179,
  "dr.pass1.iters": 4,
  "dieWidth_um": 186,
  "hold_path.class": "input port to flop",
  "ys.flops": 136,
  "drtIter0Drc": 19,
  "cp_max_fo": 1,
  "cts_setup_buffers": 0,
  "vias": 2011,
  "io_pins": 273,
  "cp_cell_sequence": "buf_2",
  "period_used_pct": 104.5,
  "cts_num_sinks": 136,
  "outcome": "finished, violations left",
  "rsz0062_at_grt": "yes",
  "warning_count": 27,
  "fin_area_um2": 5834,
  "grt_max_degree": 17,
  "fin_crit_ns": 1.045,
  "tightest_slew_ns": 0.2279,
  "dp_hpwl_mm": 9.304,
  "hold_buffers": 0,
  "worstSetupPathType": "flop to primary output",
  "n_fill_cell": 2895,
  "tritoncts": "yes",
  "die_area_um2": 34600,
  "syn_avg_cell_area_um2": 20.02,
  "post-route-util_pct": 21.59,
  "wl_mm": 11.33,
  "yosysCellCount": 136,
  "rows": 60,
  "gp_congestion": 0.8142,
  "ir_drop_uv": 818.0,
  "drc": 0,
  "gr-total-overflow": 0,
  "vias_per_cell": 2.575,
  "drv_cap": 0,
  "hold_viol_final": 0,
  "arrival_ns": 0.85,
  "netlist_instances": 136,
  "io_buffers": 272,
  "logic_area_um2": 0,
  "relSlewSlack_pct": 84.76,
  "diodes": 0,
  "root_buffer": "clkbuf_16",
  "cp-end-kind": "primary output",
  "drive_gt1_share_pct": 43.86,
  "dpl_cell_area_um2": 5872,
  "startpoint_type": "flop",
  "grt_use_total_pct": 6.093,
  "grt_pass1_wl_mm": 15.14,
  "crit_path_max_incr_delay_ns": 0.33,
  "fmax_ghz": 0.9569,
  "clockBufferDepth": 2,
  "cts.clk_slew.worst_paths_ns": 0.06,
  "violations": "negative setup slack",
  "synth_cell_type_count": 1,
  "tns_ns": -0.9580,
  "finalMaxSlewViolations": 0,
  "synth_warnings": 1,
  "dp_cells": 749,
  "crit_family": "flip-flops",
  "core-area_um2": 27030,
  "setup_viol_count_final": 91,
  "fin_cells": 781,
  "chipHeight_um": 186,
  "slowest_stage": "dfxtp_2",
  "power-per-cell-area_nw_per_um2": 2176,
  "final_antenna_net_count": 0,
  "nMultiInputCombCells": 0,
  "setup_slack_ns": -0.04508,
  "ys_seq_share_pct": 100.0,
  "p_total_mw": 12.70,
  "syn_area_um2": 2723,
  "path_buffers": 1,
  "fp_util_pct": 10.07,
  "p_leak_nw": 2.506
}
==> metal layers <==
metal	up-vias	wire (um)	GRT usage [%]
met2	145	5021	9.349
li1	1004	-	-
met5	-	0	0
met3	8	1471	3.548
met4	0	159	0.9674
met1	854	4682	7.399
==> timing repair <==
action | CTS | global route
endpoints found under the hold margin | 0 | 0
cloned | 0 | 0
gates resized | 459 | 16
pin swaps | 0 | 0
endpoints found under the setup margin | 136 | 136
==> kinds of logic (layout without fill, tap and decap cells) <==
family	after synthesis	in the layout	synth area share, %
DFF	136	136	100.0
buffers and inverters	0	304	0
==> worst paths after layout <==
check / startpoint / end / slack [ns] / cells past startpoint
hold / removal: alu_result_M[0] / alu_result_RB[0]$_DFF_P_ / 0.22 / 1
setup / recovery: alu_result_RB[26]$_DFF_P_ / alu_result_RB[26] / -0.05 / 1
==> sequential cells by signal, indices dropped and copies added (netlist names) <==
register       count
PC_RB             32
PMAItoReg_RB       2
alu_result_RB     32
imm_RB            32
mem_rdata_RB      32
rd_waddr_RB        5
rd_wen_RB          1
==> power breakdown <==
part	leakage, nW	internal [mW]	switching [mW]
Combinational	1.08	0.648	0.153
Sequential	1.15	5.72	0.0633
Clock	0.278	3.72	2.39
==> cell usage in the layout (no fill, tap or decap) <==
| cell | netlist | layout |
|---|---|---|
| clkdlybuf4s50_1 | 0 | 136 |
| buf_6 | 0 | 6 |
| clkbuf_16 | 0 | 17 |
| bufinv_16 | 0 | 2 |
| clkinvlp_4 | 0 | 3 |
| buf_2 | 0 | 130 |
| dfxtp_2 | 0 | 26 |
| clkinv_2 | 0 | 6 |
| clkinv_4 | 0 | 2 |
| clkbuf_8 | 0 | 1 |
| clkbuf_1 | 0 | 1 |
| dfxtp_1 | 136 | 110 |
==> stage by stage <==
| step | worst slack (ns) | hold slack, ns |
|---|---|---|
| global placement | -0.03133 | 0.6486 |
| finish | -0.04508 | 0.2246 |
| detailed placement | -0.03561 | 0.6516 |
| floorplan | 0.5385 | 0.2277 |
| CTS | -0.08001 | 0.1981 |
| global route | -0.08684 | 0.1936 |
==> synthesized netlist by cell type <==
library cell / number / area share [%]
dfxtp_1: 136 / 100
==> layout make-up <==
class	count	area, um2	share of cell area, %
clock buffer	19	442.9	7.592
clock inverter	13	130.1	2.230
sequential	136	2755	47.22
tap	341	426.7	7.313
timing repair buffer	272	2079	35.64
Power is estimated from default activity; no workload was simulated.
